$ cat flow/design.v
module BinaryToGray #(
  parameter N = 7
)(
  input [N-1:0] binary,
  output reg [N-1:0] gray
);
  genvar i;
  generate
    for (i = 0; i < N; i = i + 1) begin : XOR_Gates
      always @(*) begin
        if (i == 0)
          gray[i] = binary[i];
        else
          gray[i] = binary[i-1] ^ binary[i];
      end
    end
  endgenerate
endmodule
module GrayToBinary #(
  parameter N = 7
)(
  input [N-1:0] gray,
  output reg [N-1:0] binary
);
  genvar i;
  generate
    for (i = 0; i < N; i = i + 1) begin : XOR_Gates
      always @(*) begin
        if (i == 0)
          binary[i] = gray[i];
        else
          binary[i] = binary[i-1] ^ gray[i];
      end
    end
  endgenerate
endmodule
module AsyncFIFO
(input [7:0]data_in,
input w_en,
input r_en,
input wclk,
input rclk,
output reg [7:0]data_out,
output full,
output empty
);
reg [7:0] FIFOreg [0:63];
reg [5:0] w_ptr;
reg [5:0] r_ptr;
reg w_ovf;
reg r_ovf; 
wire [5:0] w_ptr_r;
wire [5:0] r_ptr_w;
wire w_ovf_r;
wire r_ovf_w;
wire [6:0] g_w_ptr;
wire [6:0] g_r_ptr;
reg [6:0] g_w_ptr_0;
reg [6:0] g_r_ptr_0;
reg [6:0] g_w_ptr_sync;
reg [6:0] g_r_ptr_sync;
reg full_reg;
reg empty_reg;
always@(posedge wclk)
begin
	if(w_en)
	begin
		if(full_reg!=1'b1)  
		begin
			FIFOreg[w_ptr]=data_in;
			{w_ovf,w_ptr}={w_ovf,w_ptr}+1'b1;
		end
	end
end
always@(posedge rclk)
begin
	if(r_en)
	begin
		if(empty_reg!=1'b1)  
		begin
			data_out=FIFOreg[r_ptr];
			{r_ovf,r_ptr}={r_ovf,r_ptr}+1'b1;
		end
	end
end
always@(posedge wclk)
begin
	full_reg = (w_ptr_r==r_ptr) && (w_ovf_r!=r_ovf);
end
always@(posedge rclk)
begin
	empty_reg = (w_ptr==r_ptr_w) && (w_ovf==r_ovf_w);
end
BinaryToGray b2gw(.binary({w_ovf,w_ptr}),.gray(g_w_ptr));
BinaryToGray b2gr(.binary({r_ovf,r_ptr}),.gray(g_r_ptr));
always@(posedge wclk)
begin
	g_w_ptr_0=g_w_ptr;
	g_w_ptr_sync=g_w_ptr_0;
end
always@(posedge rclk)
begin
	g_r_ptr_0=g_r_ptr;
	g_r_ptr_sync=g_r_ptr_0;
end
GrayToBinary g2bw(.gray(g_w_ptr_sync),.binary({w_ovf_r,w_ptr_r}));
GrayToBinary g2br(.gray(g_r_ptr_sync),.binary({r_ovf_w,r_ptr_w}));
assign full = full_reg; 
assign empty = empty_reg; 
initial
begin
	{w_ovf,w_ptr}<=7'd0;
	{r_ovf,r_ptr}<=7'd0;
	full_reg<=1'b0;
	empty_reg<=1'b0;
end
endmodule
$ cat flow/run.sh
#!/bin/bash
# OpenROAD 26Q1-2900-gdf79404cd8, Yosys 0.63+post, stock flow scripts
make -C /OpenROAD-flow-scripts/flow DESIGN_CONFIG=/design/flow/config.mk WORK_HOME=/design/flow/orfs finish
$ cat flow/config.mk
export PLATFORM = sky130hd
export DESIGN_NAME = AsyncFIFO
export DESIGN_NICKNAME = AsyncFIFO
export VERILOG_FILES = /design/flow/design.v
export SDC_FILE = /design/flow/constraint.sdc
export NUM_CORES = 4
export LEC_CHECK = 1
export CORE_UTILIZATION = 50
$ cat flow/constraint.sdc
current_design AsyncFIFO

set clk_period 15.4
set clk_io_pct 0.2

create_clock -name clk0 -period $clk_period [get_ports {rclk}]
create_clock -name clk1 -period $clk_period [get_ports {wclk}]

set non_clock_inputs [all_inputs -no_clocks]
set_input_delay [expr $clk_period * $clk_io_pct] -clock clk0 $non_clock_inputs
set_output_delay [expr $clk_period * $clk_io_pct] -clock clk0 [all_outputs]
==> notes.md <==
Notes on the flow run.

- The sequential area share after synthesis is 76.05%, for reference.
- The post-synthesis share of cell area spent on xor and xnor gates is 1.338%, for reference.
- The setup path with the least slack is of type input port to flop.
- STA lists the startpoint of the worst register-to-register path as r_ptr[2].
- The synthesized design contains 534 enable-type register cells.
- The number of remaining DRC errors is 0, for reference.
- The setup violation total in the final timing report is 0, for reference.
- For reference, the mux area share after synthesis is 14.57%.
- The chip area estimate from yosys synthesis is 0.02151 mm2, for reference.
- The post-synthesis cell type count is 43, for reference.
- The endpoint kind of the worst setup timing path is a flop, for reference.
- The leakage power of the design is 0.007592 uW, for reference.
- In this run, the synthesized area fraction spent on AND-OR/OR-AND gates is recorded as 2.170%.
- Per the synth stats, the proportion of register bits with asynchronous set or reset is 0%.
- The largest fanout on the critical path is 9, for reference.
- The instance tally after logic synthesis is 1037, for reference.
- Global routing used 27.72% of the available tracks.
- Of the total synthesized cell area, the portion taken by AND, OR, NAND and NOR gates is 3.520%.
- The HPWL after detailed placement is 31.63 mm, for reference.
- The routed design shows a via density per instance of 6.197.
- The CTS tree is built, for reference.
- After routing the design area is 0.02402 mm2.
- The total of buffers placed on input and output ports is 20, for reference.
- The per-cell routed wire length is 30.95 um, for reference.
- In the post-synthesis netlist, the biggest area contributors are edfxtp_1 75%, mux4_2 13%, dfxtp_1 1.5%, nor2_1 1.3%, mux2i_1 1.2%.
- The register with the most flip-flops in the layout has 512 of them.
- Logic depth along the worst register-to-register path is recorded as 6.
- Looking at the cell usage after synthesis, the top flip-flop cell is edfxtp_1.
- Setup repair after global routing left no endpoint under its margin.
- The worst-case headroom to the max-slew limit is 39.44%, for reference.
- The number of nets with antenna violations after detailed routing is 0, for reference.
- In this run the cell area of the synthesized design comes to 0.02151 mm2.
- On the reported timing paths, the clock transition at the registers reads 0.06 ns.
- The worst supply voltage drop on vdd is 70.20 uV, for reference.
- The initial utilization of the core area, before any placement, comes to 50.93%.
- The post-route worst setup slack is 10.24 ns, for reference.
- The number of antenna violations at the first check in global routing is 0, for reference.
- The cell taking the most area after synthesis is edfxtp_1, for reference.
- The fraction of layout cells with a size suffix above 1 is 22.02%, for reference.
- The count of hold-fix buffers inserted at cts is 0, for reference.
- The number of global-route vias before repair came to 11670.
- Internal power comes to 2610 uW.
- Registers are responsible for 49.9% of the overall power.
- The required time at the worst endpoint is listed as 15.62 ns.
- The horizontal die dimension reported for this design is 209.4 um.
- The top-level port count is 22, for reference.
- The share of power burned in the clock network is 38.5%, for reference.
- Looking at the post-CTS report, the setup buffer insertion count equals 0.
- The area of the core region is 0.04223 mm2, for reference.
- The worst register-to-register path has a setup slack of 12.04 ns.
- Summing all placed instances gives a cell area of 0.02226 mm2.
- The net switching power figure is 807.6 uW, for reference.
- Per the timing report, the most critical flop-to-flop path finishes at data_out[1].
- The via count is 10330, for reference.
- The tool warning count is 32, for reference.
- The slew at the pin with the worst max-slew slack is 0.9061 ns, for reference.
- The post-synthesis share of cell area spent on full adders, half adders and majority gates is 0.9309%, for reference.
- The number of synthesized register bits is 550, for reference.
- The total wirelength of the detailed-routed design is 51.56 mm, for reference.
- From bottom edge to top edge, the die measures 209.4 um.
- After the first detailed-routing iteration, the DRC count stood at 765.
- The pre-CTS setup slack is 9.652 ns, for reference.
- After floorplanning, the die was sized to cover 0.04384 mm2.
- Entering global routing, the biggest net connects 51 pins.
- Global routing finished with a remaining overflow of 0.
- The prevailing logic family in the synthesized netlist is multiplexers, for reference.
- The part of the total power dissipated in combinational logic is 11.6%, for reference.
- The arrival time of data at the critical path endpoint is 5.38 ns, for reference.
- The wire length of the first global-routing pass is 76.11 mm, for reference.
- The capture point of the critical path was reported as FIFOreg[50][0].
- For reference, the critical path is launched at w_en.
- The final timing report lists a hold violation count of 0.
- The worst clock skew is 0.01563 ns, for reference.
- STA classifies the critical path startpoint as an input port.
- The number of gates resized after CTS was 0.
- The routability congestion estimate from global placement is 0.9302, for reference.
- The number of core rows is 75, for reference.
- The area growth from synthesis to layout is 11.69%, for reference.
- Of the post-synthesis cell area, the dominant cell type holds 74.56%.
- The number of maximum-capacitance violations recorded for the run is 0.
- The Yosys step of the flow raised 3 warnings.
- The worst hold path depth is 3, for reference.
- The flow reported a cell area power density of 142.3 mW/mm2.
- For this design, Yosys synthesis ends with a cell count of 1037.
- Checking hold timing, the worst path is listed with class flop to flop.
- The script computed the net switching share of total power as 23.63%.
- The run finished with clean final reports.
- The synthesized area divided by synthesized cell count is 20.74 um2, for reference.
- The final max-slew violation count recorded for this run is 0.
- The pre-antenna-repair detailed-routing pass consisted of 5 iterations.
- Setup total negative slack on the finished layout was measured at 0 ns.
- The top logic cell by instance count in the layout is edfxtp_1, for reference.
- Ranking logic cells in the layout by count gives the top entries 534 x edfxtp_1, 128 x mux4_2, 73 x nor2_1, 53 x clkbuf_16, 42 x nand2_1.
- The tree built by TritonCTS fans out to 550 sinks.
==> metal layers <==
metal | wire length, um | global-route usage (%)
met5 | 63 | 1.112
met2 | 23410 | 38.07
met3 | 8154 | 19.75
met4 | 1372 | 6.034
met1 | 18560 | 39.96
==> power by group through the flow <==
| stage | clock [uW] | combinational, uW | sequential (uW) |
|---|---|---|---|
| CTS | 1340 | 397 | 1700 |
| global route | 1390 | 426 | 1710 |
| finish | 1320 | 395 | 1700 |
==> worst min path at each step <==
stage	slack [ns]	end	from
CTS	0.42	full_reg	r_ovf
global route	0.46	full_reg	r_ovf
finish	0.44	full_reg	r_ovf
==> worst max-delay path, stage by stage <==
cell	delay, ns
clkdlybuf4s50_1	0.45
nor2b_1	0.13
buf_4	0.18
and2_1	0.20
nand2_1	0.57
nor2_1	0.76
==> layout make-up <==
class,count,area (um2)
multi-input combinational,429,4845
fill,3072,18210
clock inverter,37,415.4
sequential,550,16360
inverter,7,26.28
timing repair buffer,47,362.8
clock buffer,56,1338
antenna,1,2.502
tap,539,674.4
==> metrics by stage <==
stage	hold slack (ns)	cells	power, uW	util [%]
CTS	0.4205	1665	3441	56.87
global placement	0.5465	1572	2131	52.72
floorplan	0.4137	1037	1986	-
global route	0.4648	1665	3528	56.87
detailed placement	0.5471	1572	2130	52.72
finish	0.4386	1666	3417	56.88
==> cell families (layout without fill, tap and decap cells) <==
| group | count (synthesis) | count (layout) |
|---|---|---|
| AND-OR/OR-AND | 63 | 63 |
| XOR/XNOR | 28 | 28 |
| adder cells (fa/ha/maj) | 16 | 16 |
| buffers and inverters | 58 | 147 |
| flip-flops | 550 | 550 |
| multiplexers | 153 | 153 |
| other | 0 | 1 |
| AND/OR/NAND/NOR | 169 | 169 |
==> cells in the mapped netlist (8+ instances only) <==
library cell / n
o221ai_1: 8
nand3_1: 11
o22ai_1: 15
nand2_1: 42
nor3_1: 8
mux4_2: 128
ha_1: 16
nor2b_1: 8
edfxtp_1: 534
xnor2_1: 16
buf_2: 22
clkbuf_1: 15
xor2_1: 8
dfxtp_1: 16
mux2i_1: 25
nor2_1: 73
a22oi_1: 10
Power figures rest on the tool's default switching activity, not on a simulated workload.
